**flow/config.mk**
```make
export PLATFORM = sky130hd
export DESIGN_NAME = ratedivider
export DESIGN_NICKNAME = ratedivider
export VERILOG_FILES = /design/flow/design.v
export SDC_FILE = /design/flow/constraint.sdc
export NUM_CORES = 4
export LEC_CHECK = 1
export CORE_UTILIZATION = 40
```
**flow/constraint.sdc**
```tcl
current_design ratedivider

set clk_period 15.8
set clk_io_pct 0.2

create_clock -name clk0 -period $clk_period [get_ports {clk}]

set non_clock_inputs [all_inputs -no_clocks]
set_input_delay [expr $clk_period * $clk_io_pct] -clock clk0 $non_clock_inputs
set_output_delay [expr $clk_period * $clk_io_pct] -clock clk0 [all_outputs]
```
**flow/design.v**
```verilog
module ratedivider(enable, load, clk, reset_n, q);
	input enable, clk, reset_n;
	input [27:0] load;
	output reg [27:0] q;
	always @(posedge clk)
	begin
		if (reset_n == 1'b0)
			q <= load;
		else if (enable == 1'b1)
			begin
				if (q == 0)
					q <= load;  
				else
					q <= q - 1'b1;
			end
	end
endmodule
```
**flow/run.sh**
```bash
#!/bin/bash
# OpenROAD 26Q1-2900-gdf79404cd8, Yosys 0.63+post, stock flow scripts
make -C /OpenROAD-flow-scripts/flow DESIGN_CONFIG=/design/flow/config.mk WORK_HOME=/design/flow/orfs finish
```
==> impl_metrics.env <==
# physical design summary
export IMPL_fin_skew_ns=0.00343
export IMPL_die_area_um2=4580
export IMPL_drc=0
export IMPL_cp_end_kind="register"
export IMPL_fin_crit_sh_pct=28.3
export IMPL_reg_top3="q x28"
export IMPL_p_leak_nw=0.814
export IMPL_critPathTopFamily="buffers and inverters"
export IMPL_regMostFlops="q"
export IMPL_synth_cell_types=35
export IMPL_cts_hold_buf=0
export IMPL_ys_cells=174
export IMPL_num_vias=1485
export IMPL_hold_viol_final=0
export IMPL_grt_pass1_wl_mm=6.78
export IMPL_n_fill_cell=331
export IMPL_cts_setup_buffers=0
export IMPL_wire_per_inst_um=14.6
export IMPL_grt_usage_pct=20.7
export IMPL_clk_transition_reported_paths_ns=0.09
export IMPL_reg2reg_depth=6
export IMPL_whs_endpoint="q[0]$_DFFE_PP_"
export IMPL_cp_arrival_ns=4.51
export IMPL_ir_drop_v=0.0000561
export IMPL_die_h_um=67.7
export IMPL_ys_chip_area_um2=1720
export IMPL_wirelength_mm=4.07
export IMPL_placed_cell_area_um2=2360
export IMPL_dp_cells=276
export IMPL_grt_ovfl_total=0
export IMPL_cts_tree="done"
export IMPL_cts_resized=0
export IMPL_ys_warn_count=1
export IMPL_cp_max_fo=30
export IMPL_rows=23
export IMPL_topCellsByArea="edfxtp_1, xor2_1, o21ai_0"
export IMPL_r2r_end="q[5]$_DFFE_PP_"
export IMPL_synthesis_instances=174
export IMPL_top_area_share_pct=48.8
export IMPL_synth_flops=28
export IMPL_drt_initial_drc_count=115
export IMPL_reg2reg_from="q[22]$_DFFE_PP_"
export IMPL_ios=59
export IMPL_cts_sinks=28
export IMPL_setup_tns_final_ns=0
export IMPL_grt_max_degree=31
export IMPL_hold_path_class="reg2reg"
export IMPL_fmax_mhz=224
export IMPL_setup_viol=0
export IMPL_area_growth_pct=39.0
export IMPL_path_cells="clkdlybuf4s50_1 -> o21ai_4 -> buf_4 -> a21oi_1 -> a21o_1"
export IMPL_portBuffers=58
export IMPL_final_area_um2=2400
export IMPL_gp_congestion=0.830
export IMPL_worstSetupPathType="in2reg"
export IMPL_slowest_stage="clkdlybuf4s50_1"
export IMPL_r2r_slack_ns=12.94
export IMPL_rsz0062_at_grt="false"
export IMPL_chipWidth_um=67.7
export IMPL_core_area_um2=4060
export IMPL_cp_start_kind="primary input"
export IMPL_synth_area_leader_cell="edfxtp_1"
export IMPL_num_antenna_cells=0
export IMPL_whs_path_depth=1
export IMPL_synthesis_area_um2=1720
export IMPL_viasPerCell=5.32
export IMPL_run_status="complete, no violations"
export IMPL_relSlewSlack_pct=51.9
export IMPL_initCoreUtil_pct=42.5
export IMPL_maxCapViolCount=0
export IMPL_antenna_found_initial=0
export IMPL_clk_path_buf_depth=2
export IMPL_htree_levels=1
export IMPL_clk_latency_ns=0.27
export IMPL_cp_depth=5
export IMPL_power_density_nw_per_um2=77.7
export IMPL_drtPass1Iterations=4
export IMPL_stdcell_count=279
export IMPL_cpPeakStageDelay_ns=0.47
export IMPL_largest_register_ffs=28
export IMPL_yosysSeqAreaShare_pct=48.8
export IMPL_cts_root_buffer="clkbuf_8"
export IMPL_hpwlAfterDp_mm=2.85
export IMPL_cts_buffers=3
export IMPL_grt_pass1_vias=1413
export IMPL_drive_gt1_share_pct=5.68
export IMPL_syn_area_per_cell_um2=9.91
export IMPL_fin_crit_ns=4.47
export IMPL_power_uw=186
export IMPL_critPathRequiredTime_ns=15.84
export IMPL_cp_num_buf_inv=2
export IMPL_worst_slew_pin_slew_ns=0.715
export IMPL_ant_nets=0
export IMPL_openroad_warnings=27
export IMPL_hp_start="q[0]$_DFFE_PP_"
export IMPL_maxSlewViolCount=0
-- layout by cell type (no fill, tap or decap) --
master and count:
a21o_1 1, a21oi_1 1, a22oi_1 1, and4_2 1, buf_4 2, clkbuf_8 3
clkdlybuf4s50_1 58, edfxtp_1 28, ha_1 2, inv_1 2, nand2_1 33, nand2b_1 1
nand3_1 4, nand4_1 6, nand4_2 1, nand4b_1 2, nand4bb_1 1, nor2_1 9
nor2b_1 1, nor3_1 5, nor3_4 1, nor3b_1 1, nor4_1 4, nor4_4 1
nor4b_1 1, o21ai_0 25, o21ai_1 1, o21ai_2 1, o21ai_4 1, o41ai_1 1
or2_2 1, or3_1 2, or4_1 1, or4_4 1, or4b_1 1, xnor2_1 7
xor2_1 17
-- cells in the mapped netlist --
cell type and number:
or3_1 2, nand4_2 1, a21o_1 1, edfxtp_1 28, nand4bb_1 1, a22oi_1 1
nor2_1 9, nand4_1 6, or4b_1 1, nor4b_1 1, inv_1 2, clkbuf_1 2
nor3_4 1, xor2_1 17, nor4_4 1, o21ai_2 1, nor3_1 5, a21oi_1 1
xnor2_1 7, o21ai_0 25, o41ai_1 1, and4_2 1, or4_4 1, ha_1 2
or4_1 1, nand2b_1 1, nand3_1 4, nor2b_1 1, o21ai_1 2, nand4b_1 2
buf_2 6, nand2_1 33, nor3b_1 1, or2_2 1, nor4_1 4
-- metrics by stage --
stage          hold WS [ns]  utilization [%]  worst slack (ns)
3_3_place_gp          0.662             58.1             11.07
3_5_place_dp          0.673             58.1             11.04
2_1_floorplan         0.587                -             11.53
6_report              0.678             59.1             11.33
5_1_grt               0.700             59.1             11.25
4_1_cts               0.690             59.1             11.32
-- area by class of cell --
| type | count | area (um^2) | share of cell area [%] |
|---|---|---|---|
| well taps | 50 | 62.6 | 2.61 |
| repair buffers | 60 | 596 | 24.8 |
| clock buffers | 3 | 41.3 | 1.72 |
| inverters | 2 | 7.51 | 0.313 |
| flip-flops and latches | 28 | 841 | 35.1 |
| multi-input cells | 136 | 850 | 35.4 |
-- power breakdown --
group / switching (mW) / internal (mW)
clock network: 0.0215 / 0.0171
registers: 0.0112 / 0.0923
logic: 0.0160 / 0.0281
total: 0.0487 / 0.137
-- worst max path at each step --
stage | startpoint | end
final | reset_n | q[5]$_DFFE_PP_
after global routing | reset_n | q[5]$_DFFE_PP_
after CTS | q[18]$_DFFE_PP_ | q[18]
-- metal layers --
layer / routed length [um] / global-route usage, % / vias to the layer above / share of wire [%]
met5: 0 / 0 / - / 0
met4: 38 / 2.39 / 0 / 0.93
met3: 228 / 4.28 / 4 / 5.6
met2: 1900 / 30.8 / 51 / 47
met1: 1900 / 33.6 / 685 / 47
li1: - / - / 745 / -
-- cells by family (layout without fill, tap and decap cells) --
family | count (synthesis) | in the layout | synth area share, %
DFF | 28 | 28 | 48.8
xor gates and xnor gates | 24 | 24 | 12.2
AOI/OAI and AO/OA | 32 | 32 | 10.0
adders and majority gates | 2 | 2 | 1.45
and+or+nand+nor | 78 | 78 | 25.0
buffers and inverters | 10 | 65 | 2.61
No activity file was given, so power comes from the tool's default toggle rates.
