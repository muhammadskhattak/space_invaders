==> /design/flow/design.v <==
module player(clk, reset_n, add_x, add_y, y_pos_mod, y_neg_mod, x_pos, y_pos);
    input clk;  
    input reset_n;  
    input add_x;  
    input [1:0] add_y;  
    input y_pos_mod;  
    input y_neg_mod;   
    output [7:0] x_pos;  
    output signed [6:0] y_pos;  
	 reg [7:0] x_pixel = 8'b10011011;
	 reg signed [6:0] y_pixel;
	 reg y_increment;
    always @(posedge clk) begin
		if (!reset_n)
    begin
			y_pixel <= 7'b0000000;
    end
    else begin
			if (y_pos_mod)
        y_pixel <= y_pixel + 1;
			else if (y_neg_mod)
				y_pixel <= y_pixel - 1;
		end
    end
	 assign x_pos = x_pixel + add_x;
	 assign y_pos = add_y + y_pixel;
endmodule
==> /design/flow/run.sh <==
#!/bin/bash
# OpenROAD 26Q1-2900-gdf79404cd8, Yosys 0.63+post, stock flow scripts
make -C /OpenROAD-flow-scripts/flow DESIGN_CONFIG=/design/flow/config.mk WORK_HOME=/design/flow/orfs finish
==> /design/flow/config.mk <==
export PLATFORM = sky130hd
export DESIGN_NAME = player
export DESIGN_NICKNAME = player
export VERILOG_FILES = /design/flow/design.v
export SDC_FILE = /design/flow/constraint.sdc
export NUM_CORES = 4
export LEC_CHECK = 1
export CORE_AREA = 10 10 81 81
export DIE_AREA = 0 0 91 91
==> /design/flow/constraint.sdc <==
current_design player

set clk_period 3.5
set clk_io_pct 0.2

create_clock -name clk0 -period $clk_period [get_ports {clk}]

set non_clock_inputs [all_inputs -no_clocks]
set_input_delay [expr $clk_period * $clk_io_pct] -clock clk0 $non_clock_inputs
set_output_delay [expr $clk_period * $clk_io_pct] -clock clk0 [all_outputs]
==> flow_summary.json <==
{
  "largest_reg_flops": 7,
  "initialDrtViolationCount": 23,
  "first_pass_iters": 4,
  "top_register": "y_pixel",
  "synth.largest_area_cell": "dfxtp_1",
  "grt_max_degree": 9,
  "globalRouteOverflowTotal": 0,
  "cts.clk_slew.worst_paths_ps": 40,
  "numPortBuffers": 16,
  "ys_seq_elements": 7,
  "cts_num_sinks": 7,
  "finalCritPeriodShare": 0.9534,
  "required_ps": 2800,
  "final_hold_viol_count": 0,
  "routabilityCongestion": 0.8596,
  "yosysTopAreaCellShare": 0.2113,
  "crit_arrival_ps": 2640,
  "drive_gt1_frac": 0.06316,
  "yosysUniqueCellTypes": 28,
  "areaGrowthSynthToFinish_pct": 37.36,
  "antenna_left": 0,
  "final_max_slew_viol_count": 0,
  "status": "finished clean",
  "dieHeight_um": 91,
  "ys_area_um2": 663.1,
  "drc_errors": 0,
  "fin_util": 0.1891,
  "ios": 22,
  "fmax_ghz": 0.2997,
  "syn_inst": 79,
  "finClkSkew_ps": 0.5872,
  "dp.final_hpwl_mm": 1.270,
  "cell_internal_pwr_mw": 0.2742,
  "vias": 574,
  "postCtsHoldBufs": 0,
  "synth.cell_area_um2": 663.1,
  "vdd_drop_max_uv": 96.61,
  "edf_count": 0,
  "pwr-share-seq": 0.305,
  "top_regs": "y_pixel (7)",
  "core-area_um2": 4817,
  "endpoint_kind": "output pin",
  "yosysWarnings": 1,
  "clock_latency_ps": 220,
  "numCtsBuffers": 3,
  "fin_area_um2": 910.9,
  "antenna_found_initial": 0,
  "crit_type": "in2out",
  "wl_per_cell_um": 9.074,
  "viasPerCell": 3.543,
  "top_cells_by_count": "buf_4 (7), dfxtp_1 (7), ha_1 (7)",
  "post_cts.repair.setup_buffers": 0,
  "diodes": 0,
  "fp-row-count": 25,
  "dp_worst_setup_slack_ps": 132.6,
  "grt_usage": 0.03629,
  "synth.avg_cell_area_um2": 8.394,
  "fin_ws_ps": 163.1,
  "htreeDepth": 1,
  "ctsResizeCount": 0,
  "rsz0062_at_grt": "no",
  "final.min_clock_period_ps": 3337,
  "power.switching_mw": 0.1257,
  "cts_tree": "done",
  "p_total_mw": 0.4000,
  "grt_pass1_wl_mm": 2.622,
  "warnings": 25,
  "die_w_um": 91,
  "finalSetupViolations": 0,
  "chip_area_um2": 8281,
  "fp_util": 0.1377,
  "ys_seq_frac": 0.2113,
  "min_path_type": "reg2reg",
  "clockBufferDepth": 2,
  "synthArstFlopShare": 0,
  "cts-root-buf": "clkbuf_8",
  "p_comb_frac": 0.421,
  "ys_cells": 79,
  "max_cap_viol_count": 0,
  "critPathMaxFanout": 3,
  "pwr-share-clk": 0.275,
  "cellPowerDensity_nw_per_um2": 439.1,
  "crit_path_start_kind": "input port",
  "synthFlopType": "dfxtp_1",
  "leakagePower_nw": 0.3707,
  "routed_wl_mm": 1.470,
  "reg2reg_slack_ps": 1690,
  "place_area_um2": 865.8,
  "netSwitchingFraction": 0.3144,
  "topCellsByArea": "dfxtp_1 (21%), ha_1 (13%), buf_4 (7.9%)",
  "grt_pass1_vias": 573,
  "setup_tns_ps": 0
}
[cell usage in the layout (no fill, tap or decap)]
master,n
nor3_1,4
o31ai_1,2
nor2_1,4
inv_1,4
nor2b_1,1
clkbuf_1,1
nor4b_1,1
o31a_2,1
and2_1,1
a211oi_1,2
conb_1,5
a31oi_1,1
nor3_2,1
ha_1,7
dfxtp_1,7
and3_1,2
or4b_1,1
a21o_1,1
xnor2_1,2
xor2_1,6
o21ai_2,1
o21a_1,2
nor4_1,1
o21ai_0,4
nand3_1,6
nand2_1,2
a21oi_1,4
clkbuf_8,3
clkdlybuf4s50_1,16
fa_1,2
[power groups by stage]
stage / sequential [mW] / combinational (mW) / clock (mW)
5_1_grt: 0.126 / 0.195 / 0.119
6_report: 0.122 / 0.168 / 0.110
4_1_cts: 0.122 / 0.173 / 0.113
[per-layer routing]
| metal | track usage | vias to the layer above | part of all wire |
|---|---|---|---|
| li1 | - | 306 | - |
| met1 | 0.04600 | 247 | 0.45 |
| met2 | 0.05549 | 19 | 0.45 |
| met3 | 0.01494 | 2 | 0.085 |
| met4 | 0.01044 | 0 | 0.018 |
| met5 | 0 | - | 0 |
[metrics by stage]
stage	hold slack, ps	std cells
after floorplan	484.9	82
after global placement	529.0	158
after detailed placement	526.5	158
after CTS	531.8	162
after global routing	564.8	162
final	528.1	162
[cell type report]
cell class                      count  area [um^2]
Sequential cell                     7        140.1
Fill cell                         547         3906
Clock buffer                        4        45.04
Timing Repair Buffer               16        160.2
Inverter                            4        15.01
Multi-Input combinational cell     64        466.7
Tap cell                           67        83.83
[worst max-delay path, cell delays in order]
cell and delay, ps:
clkdlybuf4s50_1 400, ha_1 230, fa_1 410, and3_1 200, nand3_1 90, xnor2_1 120, clkdlybuf4s50_1 490
[worst paths after layout]
kind	from	endpoint	cells past startpoint
setup / recovery	add_y[0]	y_pos[6]	7
hold / removal	y_pixel[5]	y_pixel[5]	2
setup reg to reg	y_pixel[0]	y_pixel[6]	5
hold reg to reg	y_pixel[5]	y_pixel[5]	2
[cell families after synthesis]
| group | count (synthesis) | share of synthesized area |
|---|---|---|
| DFF | 7 | 0.2113 |
| AOI/OAI and AO/OA | 18 | 0.1774 |
| adders and majority gates | 9 | 0.1924 |
| other | 2 | 0.01132 |
| buffers and inverters | 11 | 0.1019 |
| xor gates and xnor gates | 8 | 0.1057 |
| and+or+nand+nor | 24 | 0.2000 |
Power figures rest on the tool's default switching activity, not on a simulated workload.
